===== /design/flow/run.sh =====
#!/bin/bash
# OpenROAD 26Q1-2900-gdf79404cd8, Yosys 0.63+post, stock flow scripts
make -C /OpenROAD-flow-scripts/flow DESIGN_CONFIG=/design/flow/config.mk WORK_HOME=/design/flow/orfs finish

===== /design/flow/config.mk =====
export PLATFORM = sky130hd
export DESIGN_NAME = SME
export DESIGN_NICKNAME = SME
export VERILOG_FILES = /design/flow/design.v
export SDC_FILE = /design/flow/constraint.sdc
export NUM_CORES = 4
export LEC_CHECK = 1
export CORE_UTILIZATION = 40

===== /design/flow/constraint.sdc =====
current_design SME

set clk_period 24.6
set clk_io_pct 0.2

create_clock -name clk0 -period $clk_period [get_ports {clk}]

set non_clock_inputs [all_inputs -no_clocks]
set_input_delay [expr $clk_period * $clk_io_pct] -clock clk0 $non_clock_inputs
set_output_delay [expr $clk_period * $clk_io_pct] -clock clk0 [all_outputs]

===== /design/flow/design.v =====
module SME(clk,reset,chardata,isstring,ispattern,valid,match,match_index);
input clk;
input reset;
input [7:0] chardata;
input isstring;
input ispattern;
output reg match;
output reg [4:0] match_index;
output reg valid;
reg [2:0] state;
reg [2:0] n_state; 
parameter RESET   = 3'b000;  
parameter STRING  = 3'b001;  
parameter PATTERN = 3'b010;  
parameter IDLE    = 3'b011;  
parameter MATCH   = 3'b100;  
parameter HEAD    = 3'b101;  
parameter ENDING  = 3'b110;  
parameter OUTPUT  = 3'b111;  
reg [2:0] pattern_done;
reg [5:0] string_cnt;
reg [3:0] pattern_cnt;
reg [7:0] string_reg [0:31];
reg [7:0] pattern_reg [0:7];
reg [4:0] string_end;
reg [2:0] pattern_end;
reg [3:0] match_cnt;
reg match_flag;
wire unmatch_flag;
reg head_flag;
reg ending_flag;
reg star_flag;
reg get_star;
reg [2:0] star_match_temp;
integer i;
always @(posedge clk or posedge reset) begin
	if (reset) begin
	    state <= 0;
	end
	else begin
		state <= n_state;
	end
end
always @(*) begin
	case(state)
	     RESET: begin
	     	if(isstring) n_state = STRING;
	     	else if(ispattern) n_state = PATTERN;
	     	else n_state = OUTPUT;
	     end
         STRING: begin
         	if(ispattern) n_state = PATTERN;
         	else n_state = state;
         end
         PATTERN: begin
            if(!ispattern) n_state = IDLE;
            else n_state = state;
         end
         IDLE: begin
            if(pattern_done == 3) begin
            	if(head_flag) n_state = HEAD;
                else if(ending_flag && !head_flag) n_state = ENDING;
                else n_state = MATCH;
            end
            else begin
            	n_state = IDLE;
            end
         end
         MATCH: begin
         	if(unmatch_flag || match_flag) n_state = RESET;
         	else n_state = state;
         end
         HEAD: begin
         	if(unmatch_flag || match_flag) n_state = RESET;
         	else n_state = state;
         end
         ENDING: begin
         	if(string_cnt == 0 || match_flag) n_state = RESET;
         	else n_state = state;
         end
         OUTPUT: begin
         	if(isstring) n_state = STRING;
         	else if(ispattern) n_state = PATTERN;
         	else n_state = state;
         end
         default: begin
         	n_state = state;
         end
	endcase
end
always @(*) begin
    case(state)
         MATCH: begin
                 if(match_cnt != 0 && match_cnt == pattern_end + 1) match_flag <= 1;
                 else match_flag <= 0;
         end
         HEAD: begin
             if(ending_flag) begin  
                if(match_cnt != 0 && match_cnt == pattern_end) match_flag <= 1;
                else match_flag <= 0;
             end
             else begin  
                 if(match_cnt != 0 && match_cnt == pattern_end) match_flag <= 1;
                 else match_flag <= 0;
             end  
         end
         ENDING: begin
             if(star_flag) begin  
                 if(match_cnt != 0 && match_cnt == pattern_end - 1) match_flag <= 1;
                 else match_flag <= 0;
             end
             else begin
                 if(match_cnt != 0 && match_cnt == pattern_end) match_flag <= 1;
                 else match_flag <= 0;
             end 
         end
         default: begin
             match_flag <= 0;
         end
    endcase
end
assign unmatch_flag = (state == MATCH) ? ( (string_cnt == string_end + 1) ? 1'd1 : 1'd0 ) : (string_cnt == string_end && string_reg[string_end] != pattern_reg[0] ? 1'd1 : 1'd0);
always @(posedge clk or posedge reset) begin
	if (reset) begin
	    pattern_done <= 0;
	end
	else if(ispattern) begin
		pattern_done <= 1;
	end
	else if( (pattern_done == 1 || pattern_done == 2) && !ispattern) begin
		pattern_done <= pattern_done + 1;
	end
	else begin
		pattern_done <= 0;
	end
end
always @(posedge clk or posedge reset) begin
	if (reset) begin
	    string_cnt <= 0;
	end
	else begin
		case(n_state)
             RESET: begin
             	string_cnt <= 0;
             end
             STRING: begin
             	if(string_cnt == 31) string_cnt <= 0;
             	else string_cnt <= string_cnt + 1;
             end
             IDLE: begin
                if(star_flag) begin
                    string_cnt <= 0;
                end
                else begin
                    if(ending_flag && !head_flag) string_cnt <= string_end;
                    else string_cnt <= 0;
                end
             end
             MATCH: begin
             	if(string_cnt == string_end + 1) begin  
             		string_cnt <= string_cnt;
             	end
                else begin
                    string_cnt <= string_cnt + 1;             
                end          	
             end
             HEAD: begin
             	if(string_cnt == string_end) begin
             		string_cnt <= string_cnt;
             	end
             	else begin
             		string_cnt <= string_cnt + 1;
             	end
             end
             ENDING: begin
                if(star_flag) begin
                    if(string_cnt == string_end) begin
                        string_cnt <= 0;
                    end
                    else begin
                        string_cnt <= string_cnt + 1;
                    end
                end
                else begin
                    if(string_cnt == 0) begin
                        string_cnt <= string_cnt;
                    end
                    else begin
                        string_cnt <= string_cnt - 1;
                    end
                end
             end
             OUTPUT: begin
             	string_cnt <= 0;
             end
             default: begin
             	string_cnt <= string_cnt;
             end
		endcase
	end
end
always @(posedge clk or posedge reset) begin
	if (reset) begin
	    pattern_cnt <= 0;
	end
	else begin
		case(n_state)
             RESET: begin
             	pattern_cnt <= 0;
             end
             PATTERN: begin
             	if(pattern_cnt == 7) pattern_cnt <= 0;
             	else pattern_cnt <= pattern_cnt + 1;
             end
             IDLE: begin
                if(star_flag) begin
                    pattern_cnt <= 0; 
                end
                else begin
                    if(head_flag) pattern_cnt <= 1;
                    else if(ending_flag) pattern_cnt <= pattern_end - 1;
                    else pattern_cnt <= 0;
                end 
             end
             MATCH: begin
                if(star_flag) begin  
                    if(pattern_cnt == pattern_end) begin
                        pattern_cnt <= 0;
                    end
                    else begin
                         if(pattern_reg[0] == 8'h2E) begin  
                             if(pattern_reg[pattern_cnt] == 8'h2A) pattern_cnt <= pattern_cnt + 1;
                             else if(pattern_reg[pattern_cnt] == string_reg[string_cnt] || pattern_reg[pattern_cnt] == 8'h2A || pattern_reg[pattern_cnt] == 8'h2E) pattern_cnt <= pattern_cnt + 1;
                             else if(match_cnt != 0) pattern_cnt <= star_match_temp + 1;
                             else pattern_cnt <= 1;
                         end
                         else begin
                             if(pattern_reg[pattern_cnt] == string_reg[string_cnt] || pattern_reg[pattern_cnt] == 8'h2A || pattern_reg[pattern_cnt] == 8'h2E) pattern_cnt <= pattern_cnt + 1;
                             else if(match_cnt != 0) pattern_cnt <= star_match_temp + 1;
                             else pattern_cnt <= 0;
                         end
                     end 
                end
                else begin
                    if(pattern_cnt == pattern_end) begin
                        pattern_cnt <= 0;
                    end
                    else begin
                        if(match_cnt == pattern_end - 2) begin  
                            if( (pattern_reg[pattern_cnt] == string_reg[string_cnt] || pattern_reg[pattern_cnt] == 8'h2E) && (pattern_reg[pattern_cnt + 1] == string_reg[string_cnt + 1] || pattern_reg[pattern_cnt + 1] == 8'h2E) ) pattern_cnt <= pattern_cnt + 1;
                            else pattern_cnt <= 0;
                        end
                        else begin
                            if(pattern_reg[pattern_cnt] == string_reg[string_cnt] || pattern_reg[pattern_cnt] == 8'h2E) pattern_cnt <= pattern_cnt + 1;
                            else pattern_cnt <= 0;
                        end
                    end 
                end
             end
             HEAD: begin
             	if(pattern_cnt == pattern_end) begin
             	    pattern_cnt <= 0;
             	end
                else begin
                    if(string_reg[string_cnt] == 8'h20 && pattern_reg[pattern_cnt] != 8'h2E) pattern_cnt <= 1;
                    else if(pattern_reg[pattern_cnt] == string_reg[string_cnt] || pattern_reg[pattern_cnt] == 8'h2E) pattern_cnt <= pattern_cnt + 1;
                    else pattern_cnt <= 0;
                end
             end
             ENDING: begin
                if(star_flag) begin  
                    if(pattern_cnt == pattern_end - 1) begin
                        pattern_cnt <= 0;
                    end
                    else begin
                        if(pattern_reg[pattern_cnt] == string_reg[string_cnt] || pattern_reg[pattern_cnt] == 8'h2A || pattern_reg[pattern_cnt] == 8'h2E) pattern_cnt <= pattern_cnt + 1;
                        else if(match_cnt != 0) pattern_cnt <= star_match_temp + 1;
                        else pattern_cnt <= 0;
                    end
                end
                else begin
                    if(pattern_cnt == 0) begin
                        pattern_cnt <= pattern_end;
                    end
                    else begin
                        if(string_reg[string_cnt] == 8'h20) pattern_cnt <= pattern_end - 1;
                        else if(pattern_reg[pattern_cnt] == string_reg[string_cnt] || pattern_reg[pattern_cnt] == 8'h2E) pattern_cnt <= pattern_cnt - 1;
                        else pattern_cnt <= pattern_end;
                    end
                end   
             end
             default: begin
             	pattern_cnt <= pattern_cnt;
             end
		endcase
	end
end
always @(posedge clk or posedge reset) begin
	if (reset) begin
	    for(i = 0; i < 32; i = i + 1) begin
	    	string_reg[i] <= 0;
	    end
	end
	else begin
		case(n_state)
             STRING: begin
             	string_reg[string_cnt] <= chardata;
             end
             default: begin
             	for(i = 0; i < 32; i = i + 1) begin
	    	        string_reg[i] <= string_reg[i];
	            end
             end
		endcase
	end
end
always @(posedge clk or posedge reset) begin
	if (reset) begin
	    for(i = 0; i < 8; i = i + 1) begin
	    	pattern_reg[i] <= 0;
	    end
	end
	else begin
		case(n_state)
             RESET: begin
             	for(i = 0; i < 8; i = i + 1) begin
	    	        pattern_reg[i] <= 0;
	            end
             end
             PATTERN: begin
             	pattern_reg[pattern_cnt] <= chardata;
             end
             default: begin
             	for(i = 0; i < 8; i = i + 1) begin
	    	        pattern_reg[i] <= pattern_reg[i];
	            end
             end
		endcase
	end
end
always @(posedge clk or posedge reset) begin
	if (reset) begin
	    string_end <= 0;
	    pattern_end <= 0;
	end
	else begin
		case(n_state)
             STRING: begin
             	string_end <= string_cnt;
             	pattern_end <= pattern_end;
             end
             PATTERN: begin
             	string_end <= string_end;
             	pattern_end <= pattern_cnt;
             end
             default: begin
             	string_end <= string_end;
             	pattern_end <= pattern_end;
             end
		endcase
	end
end
always @(posedge clk or posedge reset) begin
	if (reset) begin
	    head_flag <= 0;
	end
	else begin
		case(n_state)
             PATTERN: begin
             	if(pattern_reg[0] == 8'h5E) head_flag <= 1;
             	else head_flag <= 0;
             end
             OUTPUT: begin
             	head_flag <= 0;
             end
             default: begin
             	head_flag <= head_flag;
             end
		endcase
	end
end
always @(posedge clk or posedge reset) begin
	if (reset) begin
	    ending_flag <= 0;
	end
	else begin
		case(n_state)
             default: begin
             	if(chardata == 8'h24) ending_flag <= 1;
             	else ending_flag <= 0;
             end
		endcase
	end
end
always @(posedge clk or posedge reset) begin
    if (reset) begin
        star_flag <= 0;
    end
    else begin
        case(n_state)
             PATTERN: begin
                 if(chardata == 8'h2A) star_flag <= 1;
                 else star_flag <= star_flag;
             end
             RESET: begin
                 star_flag <= 0;
             end
             default: begin
                 star_flag <= star_flag;
             end
        endcase
    end
end
always @(posedge clk or posedge reset) begin
    if (reset) begin
        get_star <= 0;
    end
    else begin
        case(n_state)
             MATCH: begin
                 if(pattern_reg[pattern_cnt] == 8'h2A) get_star <= 1;
                 else get_star <= 0;
             end
             ENDING: begin
                 if(pattern_reg[pattern_cnt] == 8'h2A) get_star <= 1;
                 else get_star <= 0;
             end
             default: begin
                 get_star <= 0;
             end
        endcase
    end
end
always @(posedge clk or posedge reset) begin
    if (reset) begin
        star_match_temp <= 0;
    end
    else begin
        case(n_state)
             MATCH: begin
                 if(pattern_reg[pattern_cnt] == 8'h2A) star_match_temp <= match_cnt;
                 else star_match_temp <= star_match_temp;
             end
             default: begin
                 star_match_temp <= 0;
             end
        endcase
    end
end
always @(posedge clk or posedge reset) begin
	if (reset) begin
	    match_cnt <= 0;
	end
	else begin
		case(n_state)
		     RESET: begin
		     	match_cnt <= 0;
		     end
             MATCH: begin
                if(star_flag) begin  
                    if(pattern_reg[pattern_cnt + 1] == 8'h2A && (pattern_reg[pattern_cnt] == string_reg[string_cnt]) && (pattern_reg[pattern_cnt + 2] == string_reg[string_cnt + 1]) ) match_cnt <= match_cnt + 2;  
                    else if( (string_reg[string_cnt] == pattern_reg[pattern_cnt]) || pattern_reg[pattern_cnt] == 8'h2A || pattern_reg[pattern_cnt] == 8'h2E) begin
                        match_cnt <= match_cnt + 1;
                    end 
                    else begin
                        if(get_star) match_cnt <= match_cnt + 1;
                        else if(star_match_temp != 0 && match_cnt > star_match_temp) match_cnt <= star_match_temp + 1;
                        else match_cnt <= 0;
                    end
                end
                else begin
                    if(match_cnt == pattern_end - 2) begin
                        if( (string_reg[string_cnt] == pattern_reg[pattern_cnt] || pattern_reg[pattern_cnt] == 8'h2E) && (string_reg[string_cnt + 1] == pattern_reg[pattern_cnt + 1] || pattern_reg[pattern_cnt + 1] == 8'h2E) ) match_cnt <= match_cnt + 1;
                        else match_cnt <= 0;
                    end
                    else begin
                        if(string_reg[string_cnt] == pattern_reg[pattern_cnt] || pattern_reg[pattern_cnt] == 8'h2E) match_cnt <= match_cnt + 1;
                        else match_cnt <= 0;
                    end 
                end 
             end
             HEAD: begin
                if(ending_flag) begin   
                    if(string_reg[string_cnt] == pattern_reg[pattern_cnt] || pattern_reg[pattern_cnt] == 8'h2E || (string_reg[string_cnt] == 8'h20 && pattern_reg[pattern_cnt] == 8'h24) ) match_cnt <= match_cnt + 1;
                    else match_cnt <= 0;
                end
                else begin   
                    if(string_reg[string_cnt] == pattern_reg[pattern_cnt] || pattern_reg[pattern_cnt] == 8'h2E) match_cnt <= match_cnt + 1;
                    else match_cnt <= 0;
                end   	
		     end
		     ENDING: begin
                if(star_flag) begin  
                   if((string_reg[string_cnt] == pattern_reg[pattern_cnt]) || pattern_reg[pattern_cnt] == 8'h2A || pattern_reg[pattern_cnt] == 8'h2E) begin
                       match_cnt <= match_cnt + 1;
                   end
                   else begin
                       if(get_star) match_cnt <= match_cnt + 1;
                       else if(star_match_temp != 0 && match_cnt > star_match_temp) match_cnt <= star_match_temp + 1;
                       else match_cnt <= 0;
                   end
                end
                else begin
                   if(string_reg[string_cnt] == pattern_reg[pattern_cnt] || pattern_reg[pattern_cnt] == 8'h2E) match_cnt <= match_cnt + 1;
                   else match_cnt <= 0; 
                end
		     end
		     OUTPUT: begin
		     	match_cnt <= match_cnt;
		     end
             default: begin
             	match_cnt <= match_cnt;
             end
		endcase
	end
end
always @(posedge clk or posedge reset) begin
	if (reset) begin
	    match <= 0;
	end
	else begin
		case(n_state) 
             RESET: begin
             	if(match_flag) match <= 1;
             	else match <= 0;
             end
             default: begin
             	match <= match;
             end
		endcase
	end
end
always @(posedge clk or posedge reset) begin
	if (reset) begin
	    match_index <= 0;
	end
	else begin
		case(n_state)
             MATCH: begin
                if(pattern_reg[0] == 8'h2E) begin  
                    if(get_star) match_index <= string_cnt - match_cnt - 1;
                    else match_index <= match_index;
                end
                else begin
                    if(get_star) match_index <= string_cnt - pattern_cnt;
                    else match_index <= match_index;
                end  
             end
             RESET: begin
                if(head_flag) begin  
                	if(match_flag) match_index <= string_cnt - match_cnt;
                	else match_index <= match_index;
                end
                else if(ending_flag) begin  
                	if(star_flag) begin     
                        if(get_star) match_index <= string_cnt - match_cnt;
                        else match_index <= match_index;
                    end
                    else begin
                        if(match_flag) match_index <= string_cnt + 1;
                        else match_index <= match_index;
                    end
                end 
                else begin  
                       if(match_flag && string_cnt != string_end && !star_flag) match_index <= string_cnt - match_cnt;
                       else match_index <= match_index; 
                end
             end
             default: begin
             	match_index <= match_index;
             end
		endcase
	end
end
always @(posedge clk or posedge reset) begin
	if (reset) begin
	    valid <= 0;
	end
	else begin
		case(n_state)
             OUTPUT: begin
             	valid <= 1;
             end
             default: begin
             	valid <= 0;
             end
		endcase
	end
end
endmodule

==> notes.md <==
fresh numbers from the pnr run: Cell Area, Synth=28300 sq um, CTS max path bufs=3, final non-filler cell total=4006, initial antenna violation count=14, EDFF count, synth=0, CP bufs+invs=4, Psw=2.27 mW, global route overflow=0, Hold Violations, Final=0, data arrival time of the worst path=8.90 ns, RSZ-0062 raised after global routing=false, CTS tree=done, Peak supply drop=0.102 mV, post-synthesis cell count=3072, RD Place Congestion=1.14, slowest CP cell=nand3_1, status=completed, Pre-antenna DRT Iters=19, antenna viol nets, final=0, CTS H-tree depth=2, Total GRT Usage=0.512, minimum clock period=8.40 ns, core area=70000 sq um, CP most frequent cell=buf_4, Latency at later pin=0.63 ns, Hold-fix buffers, CTS=0, Chip Area=71900 sq um, DR WL/cell=44.6 um, proportion of synthesized flip-flops having asynchronous set or reset=1.00, hpwl dp=123000 um, crit path launch type=input pin, Setup TNS=0 ns, number of remaining DRC errors=0, max FFs per register=256, R2R setup slack=17.07 ns, Synth Warn #=3, Synth flops=367, final core utilization=0.451, CTS Buf Count=47, clock power share=0.190, Max-Cap Viols=0, Comb pwr share=0.582, Relative slew margins=0.125, die y size=268 um, total number of vias=30700, cell family contributing the most delay on the critical path=buffers and inverters, placed insts=3905, CTS Sinks=367, num rows=97, Flop pwr share=0.229, crit end category=flop, synthesized area per cell=9.22 sq um, initial DRC count=4537, worst endpoint required time=25.10 ns, worst path cell trace=clkdlybuf4s50_1, nor3_1, a221oi_1, nand2_1, a31oi_2, buf_4, inv_1, nor2_1, buf_4, nand3_1, mux2_2, Sw Ratio=0.549, ys cells=3072, part of the cycle the worst path needs=0.342, IO Port Bufs=18, pin count of the biggest net entering global routing=83, final clock skew=0.0354 ns, first-pass GRT wire length=243000 um, worst slew pin tran=1.31 ns, leakage power total=12.7 nW, vias in the first global route=29000, Finish-stage setup viols=0, Pint=1.86 mW, layout cells sized above 1=0.217, # Post-CTS Setup Buffers=0, CP peak stage delay=1.01 ns, Die W=268 um, Area Overhead vs Synth=11.4%, distinct lib cells=105, Starting Density=0.404, register area share after synthesis=0.324, CTS resizes=0, CTS Root Buffer Type=clkbuf_16, number of vias per cell=7.67, Hold Path Class=reg2reg, Post-Route WL=179000 um, Yosys chip area=28300 sq um, Slew Viols, Final=0, CP Class=in2reg, Dominant flop cell=dfrtp_1, Max Clock Freq=119 MHz, Final Power=4.13 mW, OpenROAD warnings=54, io pins=19, cell area power density=131 nW/um^2, clock slew at reported path FFs=0.06 ns, crit-path max FO=26
[per-layer routing]
layer | up-vias | part of all wire | wire [um] | GRT usage
met4 | 37 | 0.086 | 15300 | 0.328
li1 | 11800 | - | - | -
met1 | 15100 | 0.37 | 65400 | 0.639
met2 | 2936 | 0.36 | 64800 | 0.617
met5 | - | 0.0081 | 1440 | 0.130
met3 | 785 | 0.18 | 31900 | 0.352
[synthesized netlist by cell type (all sizes together) (45+ instances only)]
cell type / n / area share
a32o: 65 / 0.023
nand3: 183 / 0.032
inv: 62 / 0.0082
mux2: 314 / 0.12
and3: 45 / 0.0099
nor2: 114 / 0.015
clkbuf: 205 / 0.027
a22oi: 128 / 0.034
a21oi: 102 / 0.018
nand2: 207 / 0.028
nor3: 60 / 0.016
dfrtp: 366 / 0.32
mux2i: 90 / 0.032
buf: 100 / 0.019
ha: 55 / 0.024
o21ai: 138 / 0.024
a22o: 53 / 0.016
[layout make-up]
| class | instances | area [sq um] |
|---|---|---|
| Antenna cell | 15 | 37.5 |
| Clock buffer | 56 | 1240 |
| Clock inverter | 30 | 440 |
| Fill cell | 6572 | 38500 |
| Inverter | 65 | 251 |
| Multi-Input combinational cell | 2335 | 17700 |
| Sequential cell | 367 | 9200 |
| Tap cell | 940 | 1180 |
| Timing Repair Buffer | 198 | 1540 |
[worst reg2reg max path, stage by stage (launching register included)]
cell,delay [ns]
dfrtp_1,0.86
ha_2,0.32
buf_4,0.50
inv_1,0.14
nor3_1,0.55
ha_4,0.39
buf_4,0.55
nand2b_1,0.53
nor4_2,0.06
buf_4,0.20
a22o_1,0.24
a2111oi_0,0.51
nand4_1,0.52
o31ai_1,0.64
xnor2_1,0.18
nand3_1,0.12
nor4_4,0.63
o21ai_0,0.19
a21oi_1,0.15
o311ai_1,0.11
[final timing paths]
kind,startpoint,cells after the start,to
min,match_index[3],1,match_index[3]
min in group asynchronous,reset,2,ending_flag
max reg2reg,string_cnt[1],19,match_cnt[2]
max in group asynchronous,reset,4,string_reg[21][0]
min reg2reg,match_index[3],1,match_index[3]
max,ispattern,11,string_reg[4][6]
[through the flow]
stage | area (sq um) | setup slack [ns] | hold slack [ns]
after floorplan | 28300 | 9.49 | 0.426
after global placement | 29800 | 15.78 | 0.493
after detailed placement | 29800 | 15.91 | 0.500
after CTS | 31500 | 16.53 | 0.517
after global routing | 31500 | 16.17 | 0.533
final | 31600 | 16.20 | 0.509
[power groups by stage]
stage                 clock (mW)  combinational, mW  sequential, mW
after CTS                  0.781               2.24           0.923
final                      0.784               2.40           0.944
after global routing       0.803               2.42           0.942
[kinds of logic after synthesis]
kind of cell / count (synthesis) / synth area share
simple gates: 921 / 0.183
compound gates: 897 / 0.237
mux: 406 / 0.158
buf+inv: 370 / 0.0553
flops: 367 / 0.324
fa+ha+maj: 59 / 0.0268
xor+xnor: 52 / 0.0161
[placed cells by master (no fill, tap or decap), types with 26 or more instances in the layout]
| cell | instances |
|---|---|
| a221oi_1 | 30 |
| dfrtp_1 | 360 |
| o22ai_1 | 44 |
| a31oi_1 | 34 |
| o21ai_0 | 128 |
| a22oi_1 | 128 |
| clkbuf_16 | 47 |
| inv_1 | 59 |
| xnor2_1 | 33 |
| buf_4 | 179 |
| a32o_1 | 65 |
| and3_1 | 44 |
| nor3_1 | 44 |
| nor2b_1 | 38 |
| mux2_2 | 314 |
| o211ai_1 | 26 |
| a32oi_1 | 35 |
| a222oi_1 | 41 |
| nand3_1 | 183 |
| mux2i_1 | 90 |
| and2_1 | 30 |
| a22o_1 | 53 |
| a21oi_1 | 101 |
| nand2b_1 | 26 |
| nand2_1 | 202 |
| nand3b_1 | 41 |
| nor2_1 | 111 |
| ha_1 | 49 |
| nand4_1 | 41 |
Power is estimated from default activity; no workload was simulated.
